==> flow/run.sh <==
#!/bin/bash
# OpenROAD 26Q1-2900-gdf79404cd8, Yosys 0.63+post, stock flow scripts
make -C /OpenROAD-flow-scripts/flow DESIGN_CONFIG=/design/flow/config.mk WORK_HOME=/design/flow/orfs finish
==> flow/constraint.sdc <==
current_design EVM_FSM

set clk_period 7.9
set clk_io_pct 0.2

create_clock -name clk0 -period $clk_period [get_ports {clk}]

set non_clock_inputs [all_inputs -no_clocks]
set_input_delay [expr $clk_period * $clk_io_pct] -clock clk0 $non_clock_inputs
set_output_delay [expr $clk_period * $clk_io_pct] -clock clk0 [all_outputs]
==> flow/design.v <==
module EVM_FSM (
    input clk, reset,             
    input start, close,           
    input [1:0] vote,             
    input confirm, cancel,        
    output reg ready, locked,     
    output reg [3:0] led_state,   
    output reg [7:0] count1, count2, count3, count4  
);
    parameter IDLE    = 3'b000;
    parameter READY   = 3'b001;
    parameter VOTING  = 3'b010;
    parameter CONFIRM = 3'b011;
    parameter LOCKED  = 3'b100;
    parameter THANKS  = 3'b101;
    parameter CLOSED  = 3'b110;
    reg [2:0] state, next_state;
    reg [1:0] candidate;  
    integer timer;        
    always @(posedge clk or posedge reset)
    begin
        if (reset)
            state <= IDLE;
        else
            state <= next_state;
    end
 always @(posedge clk)
    begin
        ready   = 0;
        locked  = 0;
        led_state = 4'b0000;
        case (state)
            IDLE: begin
                led_state = 4'b0001;
                if (start)
                    next_state = READY;
                else
                    next_state = IDLE;
            end
            READY: begin
                led_state = 4'b0010;
                ready = 1;
                if (close)
                    next_state = CLOSED;
                else if (vote != 2'b00)
                begin
                    candidate = vote;  
                    next_state = VOTING;
                end
                else
                    next_state = READY;
            end
          VOTING: begin
                led_state = 4'b0011;
                ready = 1;
                if (cancel)
                    next_state = READY;    
                else if (confirm)
                    next_state = CONFIRM;  
                else
                    next_state = VOTING;
            end
            CONFIRM: begin
                led_state = 4'b0100;
                if (cancel)
                    next_state = READY;
                else if (confirm)
                    next_state = LOCKED;  
                else
                    next_state = CONFIRM;
            end
           LOCKED: begin
                led_state = 4'b0101;
                locked = 1;
                case (candidate)
                    2'b00: count1 = count1 + 1;
                    2'b01: count2 = count2 + 1;
                    2'b10: count3 = count3 + 1;
                    2'b11: count4 = count4 + 1;
                endcase
                timer = 0;
                next_state = THANKS;
            end
            THANKS: begin
                led_state = 4'b0110;
                timer = timer + 1;
                if (timer > 5)
                    next_state = READY;  
                else
                    next_state = THANKS;
            end
            CLOSED: begin
                led_state = 4'b0111;
                ready = 0;
                if (start)
                    next_state = READY;  
                else
                   next_state = CLOSED;
            end
            default: next_state = IDLE;
        endcase
    end
endmodule
==> flow/config.mk <==
export PLATFORM = sky130hd
export DESIGN_NAME = EVM_FSM
export DESIGN_NICKNAME = EVM_FSM
export VERILOG_FILES = /design/flow/design.v
export SDC_FILE = /design/flow/constraint.sdc
export NUM_CORES = 4
export LEC_CHECK = 1
export CORE_UTILIZATION = 30
==> run_results.csv <==
group,metric,value,unit
status,outcome,"completed",
floorplanning,rows,41,
clock_network,cts_resized,0,
synthesis,avgSynthCellArea,10.9,um^2
worst_setup_path,r2r-start,"state[2]$_DFF_PP0_",
pwr,vdd_ir_drop_max,0.114,mV
placement,dp.cells,573,
timing,fin_crit_sh,0.363,
timing,hold_violations,0,
drt,viasPerCell,4.75,
timing,setup_viol,0,
pwr,power_density,264,mW/mm^2
min_path,min_path_cells,0,
floorplanning,io_pins,46,
pwr,swShare,0.312,
placement,io_buffer_count,44,
pwr,pwr-share-seq,0.503,
worst_setup_path,crit_path_end_kind,"flip-flop",
global_route,grt.busiest_layer,"met1",
worst_setup_path,critPathKind,"reg -> reg",
drt,drc,0,
finish,combGateArea,0.00168,mm^2
finish,layout_top_cells,"edfxtp_1, nor2_1, clkdlybuf4s50_1, nand2_1, xor2_1",
drt,vias,2795,
synthesis,syn_area,0.00401,mm^2
timing,hold_slack,0.327,ns
drt,drtAntennaViolNets,0,
min_path,min_to,"state[0]$_DFF_PP0_",
clock_network,cts-root-buf,"clkbuf_16",
finish,layout-drive-gt1-share,0.0767,
worst_setup_path,worst_setup_path_start_kind,"flip-flop",
timing,worst_pin_slew,0.815,ns
floorplanning,chipArea,0.0138,mm^2
worst_setup_path,slowest_delay,0.57,ns
synthesis,syn-instance-count,367,
synthesis,synth_cell_types,50,
floorplanning,die_x,118,um
synthesis,yosys.stat.seqShare,0.553,
pwr,intPower,893,uW
min_path,hp-class,"reg -> reg",
floorplanning,coreArea,0.0128,mm^2
worst_setup_path,cpMaxStageDelayCell,"or4b_1",
clock_network,clock_sinks,77,
timing,rsz0062_at_grt,"no",
finish,layout.cells.most_common,"edfxtp_1",
worst_setup_path,cp_max_fo,35,
placement,gp_congestion,0.781,
finish,nFillCells,1232,
clock_network,hold_buffers,0,
timing,layout_min_cycle_time,2.87,ns
global_route,antenna_found_initial,0,
drt,first_pass_iters,4,
run,maxCapViolCount,0,
global_route,grt_pass1_wl,13000,um
placement,hpwl,4940,um
clock_network,cts_htree_levels,3,
clock_network,tritoncts,"done",
clock_network,cts_made_buffers,9,
synthesis,yosys_warnings,1,
clock_network,clk_latency,0.33,ns
synthesis,edf_count,66,
finish,instances_no_fill,589,
synthesis,async_reset_ff_frac,0.0390,
floorplanning,die_h,118,um
global_route,gr-total-overflow,0,
synthesis,ys_ff,77,
pwr,p_leak,1.68,nW
finish,regArea,0.00222,mm^2
placement,dp_slack,5.02,ns
drt,drt_wl_total,7390,um
clock_network,cts_setup_buffers,0,
synthesis,yosysCellCount,367,
clock_network,cts_buffer_depth,2,
pwr,power,1.30,mW
worst_setup_path,worstRegToRegCells,8,
pwr,pwr-share-comb,0.201,
global_route,grt_util_met2,0.169,
worst_setup_path,rr_endpoint,"next_state[2]$_DFF_P_",
timing,finClkSkew,0.00568,ns
timing,worst_slack,5.03,ns
timing,slew_violations,0,
drt,first_iter_violations,169,
drt,antenna_cells,0,
global_route,met3_usage,0.0321,
timing,fmax,0.349,GHz
worst_setup_path,cp.required,8.14,ns
global_route,grt_use_total,0.118,
pwr,p_switching,406,uW
synthesis,synth_chip_area,0.00401,mm^2
min_path,worstHoldStart,"next_state[0]$_DFF_P_",
finish,final_core_utilization,0.384,
synthesis,synthFlopType,"edfxtp_1",
worst_setup_path,arrival,3.11,ns
finish,final_cell_area,0.00492,mm^2
finish,area_delta_synth_final,22.6,%
drt,wl_per_cell,12.6,um
clock_network,path_clk_slew,0.06,ns
global_route,grtUsageMet1,0.191,
worst_setup_path,crit_family,"simple AND/OR/NAND/NOR gates",
global_route,first_global_vias,2618,
timing,slew_headroom,0.452,
global_route,grt_max_degree,36,
floorplanning,initial_core_util,0.313,
worst_setup_path,crit_path_frequent_cell,"buf_4",
pwr,p_clk_frac,0.296,
timing,fin_tns_setup,0,ns
worst_setup_path,crit_chain,"nor2b_2 -> buf_4 -> nand2_1 -> buf_4 -> or4b_1 -> a2111oi_2 -> o2111ai_1 -> o41ai_2",
worst_setup_path,rrSetupSlack,5.03,ns
run,tool_warnings,26,
worst_setup_path,critPathBufInv,2,
placement,place_area,0.00464,mm^2
## cell type report
cell class	instances	area share
repair buffers	49	0.0972
inverters	12	0.00916
clock inverters	7	0.0112
well taps	172	0.0438
clock buffers	9	0.0458
multi-input cells	263	0.342
flip-flops and latches	77	0.451
## synth_stat cells (3+ instances only)
library cell  number  area [um^2]
edfxtp_1          66         1980
dfrtp_1            3         75.1
or3_1              6         37.5
o21ai_0            8         40.0
and3_1            12         75.1
nor2_1            44          165
and4_1             5         43.8
nand2_1           31          116
xor2_1            31          272
buf_2              5         25.0
xnor2_1           25          219
clkbuf_1           8         30.0
inv_1             12         45.0
nor4_1             3         18.8
nand3_1           20          100
ha_1               6         75.1
nor3_1             7         35.0
nand2b_1           3         18.8
nand4_1           15         93.8
dfxtp_1            8          160
a21oi_1           13         65.1
## flip-flops by register name (all words and copies together), names as in the netlist, 2 cells and up
signal / count
led_state: 3
next_state: 3
timer: 32
count3: 8
count2: 8
count1: 8
count4: 8
candidate: 2
state: 3
## worst max path at each step
stage | startpoint | endpoint | slack [ns] | cells after the start
4_1_cts | state[2]$_DFF_PP0_ | next_state[2]$_DFF_P_ | 4.99 | 8
5_1_grt | state[2]$_DFF_PP0_ | next_state[2]$_DFF_P_ | 4.83 | 8
6_report | state[2]$_DFF_PP0_ | next_state[2]$_DFF_P_ | 5.03 | 8
## layer usage
metal  vias to the layer above  wire length [um]
met2                        63              3300
met5                         -                 0
met4                         0                89
met3                        10               341
met1                      1306              3670
li1                       1416                 -
## kinds of logic after synthesis
kind of cell / after synthesis / share of synthesized area
XOR/XNOR: 56 / 0.122
AND/OR/NAND/NOR: 164 / 0.217
adder cells (fa/ha/maj): 6 / 0.0187
flip-flops: 77 / 0.553
AND-OR/OR-AND: 35 / 0.0568
multiplexers: 1 / 0.00281
buffers and inverters: 27 / 0.0287
other: 1 / 0.000935
## power by group through the flow
stage         Combinational (mW)  Sequential, mW  Clock [mW]
global route               0.294           0.671       0.411
CTS                        0.264           0.653       0.394
finish                     0.261           0.653       0.385
Power and IR drop assume default switching activity.
